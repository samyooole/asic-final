<file path="./design.v">
module mult (
    input logic [15:0] inp_a,   
    input logic [15:0] inp_b,   
    input logic clk, rst,       
    output logic [31:0] prod    
);
    logic [15:0] reg_a, reg_b;
    logic [31:0] reg_prod;
    always_ff @(posedge clk or posedge rst) begin
        if (rst) begin
            reg_a <= 16'b0;
            reg_b <= 16'b0;
        end else begin
            reg_a <= inp_a;
            reg_b <= inp_b;
        end
    end
    always_ff @(posedge clk or posedge rst) begin
        if (rst) begin
            reg_prod <= 32'b0;
        end else begin
            reg_prod <= (reg_a * reg_b);
        end
    end
    always_ff @(posedge clk or posedge rst) begin
        if (rst) begin
            prod <= 32'b0;
        end else begin
            prod <= reg_prod;
        end
    end
endmodule
</file>
<file path="./run.sh">
#!/bin/bash
# OpenROAD 26Q1-2900-gdf79404cd8, Yosys 0.63+post, stock flow scripts
make -C /OpenROAD-flow-scripts/flow DESIGN_CONFIG=/design/flow/config.mk WORK_HOME=/design/flow/orfs finish
</file>
<file path="./config.mk">
export PLATFORM = sky130hd
export DESIGN_NAME = mult
export DESIGN_NICKNAME = mult
export VERILOG_FILES = /design/flow/design.v
export SDC_FILE = /design/flow/constraint.sdc
export NUM_CORES = 4
export LEC_CHECK = 1
export CORE_UTILIZATION = 40
</file>
<file path="./constraint.sdc">
current_design mult

set clk_period 11.9
set clk_io_pct 0.2

create_clock -name clk0 -period $clk_period [get_ports {clk}]

set non_clock_inputs [all_inputs -no_clocks]
set_input_delay [expr $clk_period * $clk_io_pct] -clock clk0 $non_clock_inputs
set_output_delay [expr $clk_period * $clk_io_pct] -clock clk0 [all_outputs]
</file>
==> job_summary.md <==
## Synthesis and layout report

| Metric | Value |
|---|---|
| Outcome | `complete, no violations` |
| Setup bufs post-CTS | `0` |
| Detail Route Antenna Nets | `0` |
| Total core area | `26900 sq um` |
| Setup Skew | `0.00896 ns` |
| CTS Buffer Depth | `2` |
| Total routed wirelength | `23000 um` |
| OpenROAD warnings | `25` |
| Io pins | `66` |
| FFs w/ async S/R, synth | `100%` |
| Worst R2R Path Depth | `20` |
| Die Ht | `167 um` |
| Clk root buf | `clkbuf_16` |
| Final cell area excluding filler cells | `12200 sq um` |
| Synth warn | `1` |
| Worst-margin pin slew | `0.751 ns` |
| Max-area cell share | `35.6%` |
| Setup Total Neg Slack | `0 ns` |
| CTS tree | `done` |
| Period utilization | `51.7%` |
| Area growth, synth to finish | `11.7%` |
| Cell area leaders | `fa_1 (36%), dfrtp_1 (22%), ha_1 (12%)` |
| Vias in the first global route | `7599` |
| Vias | `7185` |
| H-tree level count | `3` |
| Total CTS buffers | `9` |
| Maxcap violations | `0` |
| Die ar. | `27900 sq um` |
| Flops after synth | `96` |
| Pin count of the biggest net entering global routing | `53` |
| Yosys synthesis chip area | `10900 sq um` |
| # port buffers | `65` |
| Final Critical Period | `6.15 ns` |
| Ys cells | `1074` |
| Max Clk Rate | `163 MHz` |
| Post-DP Area | `11900 sq um` |
| Critical path arrival | `6.39 ns` |
| Critical path data required time | `12.14 ns` |
| WL per Instance | `15.7 um` |
| Placer Congestion | `0.884` |
| Synth Area per Inst | `10.2 sq um` |
| CTS Sinks | `96` |
| Synthesized area | `10900 sq um` |
| CTS clock-pin slew for the worst setup and hold paths | `0.07 ns` |
| # resized after CTS | `0` |
| Hold depth | `0` |
| Worst hold path type | `reg2reg` |
| RSZ-0062 raised after global routing | `no` |
| Startpoint class of the critical path | `flip-flop` |
| Headroom to the max-slew limit | `49.9%` |
| Synth cell types | `42` |
| First-pass GRT wire length | `38900 um` |
| Row cnt | `60` |
| Register share after synthesis | `22.0%` |
| Diodes inserted | `0` |
| Count of library flops with an enable pin | `0` |
| DR iter-0 viols | `344` |
| DP HPWL | `17700 um` |
| Main synth FF type | `dfrtp_1` |
| Initial DRT Pass Iterations | `4` |
| Leading area contributor after synthesis | `fa_1` |
| Late-Pin Clk Latency | `0.36 ns` |
| Initial antenna violation count | `0` |
| DRC Markers | `0` |
| Final setup viols | `0` |
| Vias per cell | `4.90` |
| Max-slew violation count | `0` |
| GRT overflow | `0` |
| Gate Count Post-Synth | `1074` |
| Pre-placement core utilization | `40.6%` |
| Critical Setup Path Class | `reg2reg` |
| Layout cells sized above 1 | `2.84%` |
| Final Hold Violating Endpoints | `0` |
| Die X | `167 um` |
| All-Layer GR Usage | `18.7%` |
| CP endpoint kind | `flip-flop` |
| Critical path peak fanout | `16` |
| Cts hold-fix bufs | `0` |
-- state kept, by name, indices dropped and copies added, names as in the netlist --
signal,flops
prod,32
reg_prod,32
reg_a,16
reg_b,16
-- cells in the final DEF, fill, tap and decap left out, types with 5 or more instances in the layout --
cell             count
o21ai_0             11
clkbuf_16            9
nand3_1             12
and2_1             124
ha_1               104
xor2_1               9
o21ai_1              6
a31oi_1              5
nand2_1            153
dfrtp_1             96
a21oi_1             19
nor2_1              12
a21oi_2              5
xnor2_1             20
fa_1               194
inv_1              224
a21o_1               9
clkdlybuf4s50_1     65
-- area by class of cell --
class | count | area, sq um
Multi-Input combinational cell | 720 | 7540
Timing Repair Buffer | 69 | 681
Tap cell | 341 | 427
Inverter | 225 | 847
Fill cell | 2522 | 14700
Sequential cell | 96 | 2400
Clock inverter | 7 | 62.6
Clock buffer | 9 | 225
-- worst max-delay path, stage by stage, from the launching register on --
cell and delay, ns:
dfrtp_1 0.80, nand2_1 0.17, fa_1 0.56, inv_1 0.05, fa_1 0.49, inv_1 0.05
fa_1 0.53, inv_1 0.05, fa_1 0.44, fa_1 0.51, inv_1 0.05, fa_1 0.47
inv_1 0.04, ha_1 0.36, a21o_1 0.23, a31oi_1 0.25, o221ai_1 0.20, a22o_1 0.28
a22oi_4 0.23, a31oi_2 0.12, xor2_1 0.15
-- per-layer routing --
metal / wire length, um / global-route usage [%] / share of wire [%]
met3: 1640 / 5.63 / 7.1
met5: 0 / 0 / 0
met1: 9290 / 26.3 / 40
met2: 11600 / 30.7 / 51
met4: 428 / 2.75 / 1.9
-- per-stage QoR --
step                      hold WS, ns  utilization (%)  setup WS, ns  std cells
after global placement          0.332             44.3          5.80       1451
after CTS                       0.349             45.3          5.74       1467
after detailed placement        0.335             44.3          5.75       1451
after floorplan                 0.331                -          6.26       1074
after global routing            0.352             45.3          5.46       1467
final                           0.347             45.3          5.75       1467
-- final timing paths --
path | to | start | slack, ns
max in group asynchronous | reg_a[15]$_DFF_PP0_ | rst | 8.42
max | reg_prod[29]$_DFF_PP0_ | reg_b[7]$_DFF_PP0_ | 5.75
max reg2reg | reg_prod[29]$_DFF_PP0_ | reg_b[7]$_DFF_PP0_ | 5.75
min reg2reg | prod[12]$_DFF_PP0_ | reg_prod[12]$_DFF_PP0_ | 0.35
min | prod[12]$_DFF_PP0_ | reg_prod[12]$_DFF_PP0_ | 0.35
min in group asynchronous | prod[10]$_DFF_PP0_ | rst | 2.42
-- logic make-up after synthesis --
group / Yosys count / synth area share (%)
and+or+nand+nor: 311 / 13.9
adders and majority gates: 298 / 47.5
buffers and inverters: 258 / 8.88
DFF: 96 / 22.0
AOI/OAI and AO/OA: 82 / 5.31
xor gates and xnor gates: 29 / 2.33
-- cells in the mapped netlist (6+ instances only) --
cell	n
nand3_1	12
fa_1	194
ha_1	104
a21o_1	9
xor2_1	9
o21ai_0	11
nor2_1	12
a21oi_1	19
nand2_1	153
inv_1	225
and2_1	124
clkbuf_1	33
xnor2_1	20
dfrtp_1	96
o21ai_1	6
